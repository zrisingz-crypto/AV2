==> flow/config.mk <==
export PLATFORM = sky130hd
export DESIGN_NAME = av2_obu_parser
export DESIGN_NICKNAME = av2_obu_parser
export VERILOG_FILES = /design/flow/design.v
export SDC_FILE = /design/flow/constraint.sdc
export NUM_CORES = 4
export LEC_CHECK = 1
export CORE_UTILIZATION = 30
==> flow/constraint.sdc <==
current_design av2_obu_parser

set clk_period 4.4
set clk_io_pct 0.2

create_clock -name clk0 -period $clk_period [get_ports {clk}]

set non_clock_inputs [all_inputs -no_clocks]
set_input_delay [expr $clk_period * $clk_io_pct] -clock clk0 $non_clock_inputs
set_output_delay [expr $clk_period * $clk_io_pct] -clock clk0 [all_outputs]
==> flow/design.v <==
`timescale 1ns / 1ps
module av2_obu_parser #(
    parameter DATA_WIDTH = 128
)(
    input  wire                    clk,
    input  wire                    rst_n,
    input  wire [DATA_WIDTH-1:0]   s_axis_tdata,
    input  wire                    s_axis_tvalid,
    output wire                    s_axis_tready,
    input  wire                    s_axis_tlast,
    output wire [3:0]              obu_type,
    output wire [31:0]             obu_size,
    output wire                    obu_valid,
    input  wire                    obu_ready
);
reg [3:0] obu_type_r;
reg [31:0] obu_size_r;
reg obu_valid_r;
reg s_axis_tready_r;
reg obu_parsed;   
always @(posedge clk or negedge rst_n) begin
    if (!rst_n) begin
        obu_type_r <= 4'd0;
        obu_size_r <= 32'd0;
        obu_valid_r <= 1'b0;
        s_axis_tready_r <= 1'b1;
        obu_parsed <= 1'b0;
    end else begin
        if (s_axis_tvalid && s_axis_tready_r && !obu_parsed) begin
            obu_type_r <= s_axis_tdata[7:4];
            obu_size_r <= s_axis_tdata[127:96];  
            obu_valid_r <= 1'b1;
            obu_parsed <= 1'b1;
            s_axis_tready_r <= 1'b0;  
        end else if (obu_valid_r && obu_ready) begin
            obu_valid_r <= 1'b0;
            obu_parsed <= 1'b0;
            s_axis_tready_r <= 1'b1;  
        end
    end
end
assign obu_type = obu_type_r;
assign obu_size = obu_size_r;
assign obu_valid = obu_valid_r;
assign s_axis_tready = s_axis_tready_r;
endmodule
==> flow/run.sh <==
#!/bin/bash
# OpenROAD 26Q1-2900-gdf79404cd8, Yosys 0.63+post, stock flow scripts
make -C /OpenROAD-flow-scripts/flow DESIGN_CONFIG=/design/flow/config.mk WORK_HOME=/design/flow/orfs finish
==> notes.md <==
run results: status complete, no violations, fmax 0.4356 GHz, final worst path period need between 2000 and 2500 ps, initial antenna violation count 0, row cnt 26, Final WS setup about 2100 ps, Startpoint Class input port, Flops after synth 38, initial drt markers 21, Die H around 74 um, via count slightly below 1,000, via density per instance around 4.1, Sink Count 38, final tally of max-slew violations 0, clock slew at reported path FFs about 70 ps, Hold Path End obu_size_r[29]$_DFFE_PN0P_, Skew-Pair Late Insertion Delay 280 ps, Ant. Diodes 0, DP Worst Slack roughly 1800 ps, tool warnings 118, hold path startpoint obu_size_r[29]$_DFFE_PN0P_, sequential share of the synthesized area about 60%, area of the multi-input gates ~550 um2, grt met3 use 3.709%, final core occ around half, Resized cells post-CTS 0, RSZ-0062 raised after global routing no, final hold vios 0, most numerous logic cells after layout clkdlybuf4s50_1 (76), dfrtp_1 (37), mux2_4 (29), Max Cap Viol 0, worst-margin pin slew roughly 700 ps, setup violators final 0, Pwr per Cell Area ~490 nW/um2, io pins around 170, routing usage on met2 between 10% and 20%, Clock Skew about 4.4 ps, area share, top type between 50% and 60%, cycle use final 52.18%, hold buffers post-CTS 0, worst reg2reg endpoint obu_size_r[15]$_DFFE_PN0P_, Rel. slew slack between 50% and 60%, FF-to-FF Start s_axis_tready_r$_DFFE_PN1P_, DRT Wirelength around 2800 um, M1 GR Usage ~15%, gpl congestion 0.6658, Remaining DRCs 0, H-tree levels 2, Critical Path AT 2460 ps, top logic cell by instance count in the layout clkdlybuf4s50_1, flip-flop and latch area 952.2 um2, cell count after synthesis ~83, detailed-router iteration count before antenna repair 4, Setup TNS 0 ps, largest net degree at the start of global routing 39, count of input and output buffers around 77, vias in the first global route between 900 and 1,000, CP max FO 37, Post-Synthesis Cell Area between 1500 and 2000 um2, worst hold slack between 500 and 600 ps, VDD IR max approximately 0.33 mV, yosys stat area 1577 um2, Root Driver clkbuf_8, Post-DRT Antenna Nets 0, FP Util between 30% and 40%, Cell variety after synth 10, Crit Path Category input port to flop, Post-CTS Repair Setup Buffers 0, cell taking the most area after synthesis dfrtp_1, Min-Delay Path Depth 1, hpwl dp 1902 um, Layout area overhead 59.13%, chip area roughly 5500 um2, Yosys warnings 1, GR Overflow Total 0, # Cells Yosys just over 80, Core ar. between 5000 and 6000 um2, Most Crowded Layer GR met2, Static Leak around 1.2 nW, Top cells by area dfrtp_1 (59%), mux2_4 (28%), mux2_2 (5.0%), buf_12 (3.8%), dfstp_2 (1.7%), maximum clock path buffer count 2, fillers between 400 and 500, routed len/inst between 10 and 15 um, first-pass GRT wire length about 4400 um, HP Class flop to flop, Syn Area/Cell about 19 um2, worst reg2reg path depth 2, share of layout cells above drive strength 1 29.09%, CP endpoint kind flop, CTS tree yes, total CTS buffers 5, gr usage total 10.53%, Die W about 74 um, R2R Setup Slk about 2700 ps, CP Data Required Time around 4600 ps
-- worst max path at each step --
stage	start	cells after the start	to
CTS	s_axis_tvalid	3	obu_size_r[9]$_DFFE_PN0P_
global route	s_axis_tvalid	3	obu_size_r[8]$_DFFE_PN0P_
finish	s_axis_tvalid	3	obu_size_r[15]$_DFFE_PN0P_
-- metal layers --
metal,share of wire [%],wire [um]
met1,42,1166
met2,46,1285
met3,10,282
met4,1.8,49
met5,0,0
-- per-stage QoR --
stage / instances / total power, mW / instance area, um2
floorplan: 83 / 0.6147 / 1577
global placement: 227 / 0.8764 / 2366
detailed placement: 227 / 0.8780 / 2366
CTS: 235 / 1.248 / 2509
global route: 235 / 1.301 / 2509
finish: 235 / 1.227 / 2509
-- layout make-up --
cell class | count | share of cell area [%]
multi-input cells | 40 | 21.90
clock buffers | 6 | 3.292
flip-flops and latches | 38 | 37.96
repair buffers | 78 | 30.82
clock inverters | 2 | 2.394
well taps | 70 | 3.491
inverters | 1 | 0.1496
-- synth_stat cells --
master,n
buf_12,3
buf_6,1
a21oi_1,2
dfrtp_1,37
nand3b_4,1
mux2_4,29
mux2_2,7
o21ai_0,1
inv_1,1
dfstp_2,1
-- worst max-delay path: stages --
cell and delay [ps]:
clkdlybuf4s50_1 530, nand3b_4 530, mux2_4 500
-- logic make-up after synthesis --
group / after synthesis / share of synthesized area, %
and+or+nand+nor: 1 / 1.270
muxes: 36 / 32.62
DFF: 38 / 60.40
AOI/OAI and AO/OA: 3 / 0.9521
buffers and inverters: 5 / 4.762
-- where the power goes --
group / internal, mW / switching, mW
logic: 0.314 / 0.0458
registers: 0.455 / 0.0557
clock network: 0.242 / 0.115
total: 1.01 / 0.216
-- sequential cells by signal, summed over array words and instances, names as in the netlist --
name / cells
obu_size_r: 32
s_axis_tready_r: 1
obu_valid_r: 1
obu_type_r: 4
Power is estimated from default activity; no workload was simulated.
