File: design/flow/run.sh
#!/bin/bash
# OpenROAD 26Q1-2900-gdf79404cd8, Yosys 0.63+post, stock flow scripts
make -C /OpenROAD-flow-scripts/flow DESIGN_CONFIG=/design/flow/config.mk WORK_HOME=/design/flow/orfs finish
File: design/flow/config.mk
export PLATFORM = sky130hd
export DESIGN_NAME = av2_entropy_decoder
export DESIGN_NICKNAME = av2_entropy_decoder
export VERILOG_FILES = /design/flow/design.v
export SDC_FILE = /design/flow/constraint.sdc
export NUM_CORES = 4
export LEC_CHECK = 1
export CORE_AREA = 10 10 79 79
export DIE_AREA = 0 0 89 89
File: design/flow/constraint.sdc
current_design av2_entropy_decoder

set clk_period 2.4
set clk_io_pct 0.2

create_clock -name clk0 -period $clk_period [get_ports {clk}]

set non_clock_inputs [all_inputs -no_clocks]
set_input_delay [expr $clk_period * $clk_io_pct] -clock clk0 $non_clock_inputs
set_output_delay [expr $clk_period * $clk_io_pct] -clock clk0 [all_outputs]
File: design/flow/design.v
`timescale 1ns / 1ps
module av2_entropy_decoder #(
    parameter DATA_WIDTH = 128
)(
    input  wire                    clk,
    input  wire                    rst_n,
    input  wire [DATA_WIDTH-1:0]   bitstream_data,
    input  wire                    bitstream_valid,
    output reg                     bitstream_ready,
    input  wire [15:0]             context_idx,
    input  wire [15:0]             context_prob,
    output reg  [15:0]             symbol,
    output reg                     symbol_valid,
    input  wire                    symbol_ready,
    input  wire                    start,
    output wire                    done
);
reg [3:0] decode_count;
reg busy;
always @(posedge clk or negedge rst_n) begin
    if (!rst_n) begin
        bitstream_ready <= 1'b1;
        symbol <= 16'd0;
        symbol_valid <= 1'b0;
        decode_count <= 4'd0;
        busy <= 1'b0;
    end else begin
        if (start && !busy) begin
            busy <= 1'b1;
            decode_count <= 4'd0;
        end else if (busy) begin
            if (decode_count < 4'd8 && symbol_ready) begin
                symbol <= {4'd0, decode_count, 8'd0};  
                symbol_valid <= 1'b1;
                decode_count <= decode_count + 1;
            end else if (decode_count >= 4'd8) begin
                symbol_valid <= 1'b0;
                busy <= 1'b0;
            end else if (!symbol_valid) begin
                symbol_valid <= 1'b1;
            end else if (symbol_ready) begin
                symbol_valid <= 1'b0;
            end
        end
    end
end
assign done = !busy && (decode_count >= 4'd8);
endmodule
==> reports/metrics.cfg <==
[run_status]
outcome=complete, no violations

[yosys]
ys_seq_share_pct=47.5
yosysChipArea_um2=527
top_area_share_pct=47.5
synth_cell_types=16
top_area_cell=dfrtp_1
yosys_warnings=1
numSynthFlops=10
ys_cells=54
syn_area_per_cell_um2=9.75
synth_area_um2=527
synthCells=54
topCellsByArea=dfrtp_1 (48%), buf_4 (20%), ha_1 (4.8%)

[drt]
route.detailed.drc=0
antenna_cells=0
routedWlPerCell_um=8.24
drtIter0Drc=22
via_per_inst=2.87
wl_um=964
ant_nets=0
drtPass1Iterations=2
num_vias=336

[final_timing]
drv_slew=0
holdWs_ns=0.480
fin_skew_ns=0.00609
max_freq_mhz=579
period_used_pct=72.0
setup_viol=0
period_needed_ns=1.73
tns_ns=0
rsz0062_at_grt=no
hold_violations=0

[setup_path]
reg2regPathDepth=2
crit_slowest_cell=clkdlybuf4s50_1
cp-start-kind=flop
cp_cell_sequence=nor2b_1, clkdlybuf4s50_1
path_max_fanout=6
critical_path_class=flop to output port
worstPathRequired_ns=1.92
cp.arrival_ns=1.25
slowest_delay_ns=0.48
crit_path_end_kind=output port

[power_and_ir_drop]
power.switching_uw=196
powerDensity_nw_per_um2=993
combPwrFrac_pct=30.2
p_total_uw=657
clock_power_share_pct=25.5
ir_drop_v=0.000192
p_int_uw=461
p_seq_share_pct=44.3
switching_share_pct=29.9
p_leak_uw=0.000301

[layout]
drive_above_1_share_pct=6.35
syn2layout_area_growth_pct=25.7
final_util_pct=14.2

[grt]
grt_max_degree=12
grt_overflow=0
antenna_found_initial=0
grt_pass1_wl_mm=1.48
grt_pass1_vias=357
gr-usage-all-layers_pct=2.26

[run]
tool_warnings=188
maxCapViolCount=0

[die]
die_h_um=89
pin_count=184
fp_util_pct=11.3
num_rows=25
coreArea_um2=4660
die_area_um2=7920
chipWidth_um=89

[clock_tree]
clock_latency_ns=0.23
cts.sinks=10
ctsRootBufferMaster=clkbuf_8
ctsHoldBuffers=0
cts_tree=built
post_cts_resized=0
post_cts_buffers=0
htree_levels=1
clk_path_buf_depth=2
numCtsBuffers=3
clk_pin_slew_worst_paths_ns=0.05

[worst_hold_path]
hold_path.class=flop to flop
whs_path_depth=1

[placed_design]
dp_hpwl_um=769
place.gp.congestion=0.752
place.port_buffers=9

## layer usage
metal / routed length [µm] / vias to the layer above / track usage [%]
li1: - / 165 / -
met1: 465 / 153 / 2.97
met2: 431 / 16 / 3.46
met3: 47 / 2 / 1.01
met4: 19 / 0 / 0.289
met5: 0 / - / 0
## final cells by class
type / count / area (µm²)
inverter: 4 / 15.0
timing repair buffer: 9 / 90.1
sequential: 10 / 250
clock buffer: 3 / 41.3
multi-input combinational: 37 / 198
tap: 54 / 67.6
fill: 517 / 4000
## cell usage in the layout, fill, tap and decap left out
cell type	instances
inv_1	4
nor2b_1	1
dfrtp_1	10
nand3_1	4
mux2_2	1
clkbuf_8	3
or2b_1	1
o21ai_1	5
conb_1	13
clkdlybuf4s50_1	9
o21ai_0	2
nand2_1	4
nand2b_1	1
nand4b_1	1
and2_1	1
nand3b_1	1
ha_1	2
## path summary, 6_finish.rpt
check / startpoint / to / slack, ns
setup / recovery: busy / done / 0.67
hold / removal: symbol[11] / symbol[11] / 0.48
setup reg to reg: decode_count[3] / symbol[10] / 1.10
hold reg to reg: symbol[11] / symbol[11] / 0.48
max in group asynchronous: rst_n / decode_count[1] / 1.53
min in group asynchronous: rst_n / symbol[11] / 0.56
## cell families after synthesis
| kind of cell | Yosys count | synth area share [%] |
|---|---|---|
| and+or+nand+nor | 14 | 14.7 |
| other | 2 | 1.43 |
| muxes | 1 | 2.14 |
| AOI/OAI and AO/OA | 7 | 6.65 |
| adders and majority gates | 2 | 4.75 |
| DFF | 10 | 47.5 |
| buffers and inverters | 18 | 22.8 |
## cells in the mapped netlist
cell type / number
nand4b_1: 1
conb_1: 2
o21ai_1: 5
and2_1: 1
buf_4: 14
nor2b_1: 1
or2b_1: 1
dfrtp_1: 10
nand3_1: 4
nand3b_1: 1
mux2_2: 1
ha_1: 2
nand2b_1: 1
nand2_1: 4
inv_1: 4
o21ai_0: 2
## per-stage QoR
stage          std cells  setup slack (ns)  instance area [µm²]
4_1_cts              117             0.652                  662
2_1_floorplan         65              1.39                  568
6_report             117             0.671                  662
3_5_place_dp         114             0.615                  621
3_3_place_gp         114             0.609                  621
5_1_grt              117             0.616                  662
## state kept, by name (all words and copies together), names as in the netlist
| signal | cells |
|---|---|
| decode_count | 4 |
| symbol_valid | 1 |
| symbol | 4 |
| busy | 1 |
## power by group through the flow
stage | logic [µW] | registers, µW | clock network, µW
CTS | 205 | 292 | 172
global route | 227 | 305 | 181
finish | 199 | 291 | 168
## worst max-delay path, delay by kind of cell, from the launching register on
family	cells	cell delay, ns
AND/OR/NAND/NOR	1	0.13
buffers and inverters	1	0.48
flip-flops	1	0.42
No activity file was given, so power comes from the tool's default toggle rates.
